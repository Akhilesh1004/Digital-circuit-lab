==> design/flow/design.v <==
module sha256(
    input clk,
    input reset,
    input [71:0] input_number,  
    output done,            
    output [255:0] hash,     
    output [71:0] answer_number
);
    reg [31:0] k [0:63];
    initial begin
        k[ 0] = 32'h428a2f98; k[ 1] = 32'h71374491; k[ 2] = 32'hb5c0fbcf; k[ 3] = 32'he9b5dba5;
        k[ 4] = 32'h3956c25b; k[ 5] = 32'h59f111f1; k[ 6] = 32'h923f82a4; k[ 7] = 32'hab1c5ed5;
        k[ 8] = 32'hd807aa98; k[ 9] = 32'h12835b01; k[10] = 32'h243185be; k[11] = 32'h550c7dc3;
        k[12] = 32'h72be5d74; k[13] = 32'h80deb1fe; k[14] = 32'h9bdc06a7; k[15] = 32'hc19bf174;
        k[16] = 32'he49b69c1; k[17] = 32'hefbe4786; k[18] = 32'h0fc19dc6; k[19] = 32'h240ca1cc;
        k[20] = 32'h2de92c6f; k[21] = 32'h4a7484aa; k[22] = 32'h5cb0a9dc; k[23] = 32'h76f988da;
        k[24] = 32'h983e5152; k[25] = 32'ha831c66d; k[26] = 32'hb00327c8; k[27] = 32'hbf597fc7;
        k[28] = 32'hc6e00bf3; k[29] = 32'hd5a79147; k[30] = 32'h06ca6351; k[31] = 32'h14292967;
        k[32] = 32'h27b70a85; k[33] = 32'h2e1b2138; k[34] = 32'h4d2c6dfc; k[35] = 32'h53380d13;
        k[36] = 32'h650a7354; k[37] = 32'h766a0abb; k[38] = 32'h81c2c92e; k[39] = 32'h92722c85;
        k[40] = 32'ha2bfe8a1; k[41] = 32'ha81a664b; k[42] = 32'hc24b8b70; k[43] = 32'hc76c51a3;
        k[44] = 32'hd192e819; k[45] = 32'hd6990624; k[46] = 32'hf40e3585; k[47] = 32'h106aa070;
        k[48] = 32'h19a4c116; k[49] = 32'h1e376c08; k[50] = 32'h2748774c; k[51] = 32'h34b0bcb5;
        k[52] = 32'h391c0cb3; k[53] = 32'h4ed8aa4a; k[54] = 32'h5b9cca4f; k[55] = 32'h682e6ff3;
        k[56] = 32'h748f82ee; k[57] = 32'h78a5636f; k[58] = 32'h84c87814; k[59] = 32'h8cc70208;
        k[60] = 32'h90befffa; k[61] = 32'ha4506ceb; k[62] = 32'hbef9a3f7; k[63] = 32'hc67178f2;
    end
    reg [511:0] message;        
    reg [31:0] h [0:7];         
    reg [31:0] W [0:63];        
    reg [31:0] a, b, c, d, e, f, g, h_temp, sum0,Ch,sum1,Maj, p,q,r,x;
    reg [31:0] temp1, temp2;
    reg [6:0] round;            
    reg hashing;                
    reg [71:0] prev_input, answer;      
    reg [255:0] hash_reg;
    reg done_reg;
    reg [2:0] pipe;
    assign done = done_reg;
    assign hash = hash_reg;
    assign answer_number = answer;
    always @(posedge clk or posedge reset) begin
        if (reset) begin
            done_reg <= 0;
            hash_reg <= 0;
            round <= 0;
            hashing <= 0;
            prev_input <= 0;
            pipe <= 0;
            h[0] <= 32'h6a09e667; h[1] <= 32'hbb67ae85;
            h[2] <= 32'h3c6ef372; h[3] <= 32'ha54ff53a;
            h[4] <= 32'h510e527f; h[5] <= 32'h9b05688c;
            h[6] <= 32'h1f83d9ab; h[7] <= 32'h5be0cd19;
            a <= 32'h6a09e667; b <= 32'hbb67ae85;
            c <= 32'h3c6ef372; d <= 32'ha54ff53a;
            e <= 32'h510e527f; f <= 32'h9b05688c;
            g <= 32'h1f83d9ab; h_temp <= 32'h5be0cd19;
        end else begin
            if (input_number != prev_input) begin
                prev_input <= input_number;
                message <= {input_number, 1'b1, {(375){1'b0}}, 64'd72};
                hashing <= 1;
                round <= 0;
                done_reg <= 0;
                h[0] <= 32'h6a09e667; h[1] <= 32'hbb67ae85;
                h[2] <= 32'h3c6ef372; h[3] <= 32'ha54ff53a;
                h[4] <= 32'h510e527f; h[5] <= 32'h9b05688c;
                h[6] <= 32'h1f83d9ab; h[7] <= 32'h5be0cd19;
                a <= 32'h6a09e667; b <= 32'hbb67ae85;
                c <= 32'h3c6ef372; d <= 32'ha54ff53a;
                e <= 32'h510e527f; f <= 32'h9b05688c;
                g <= 32'h1f83d9ab; h_temp <= 32'h5be0cd19;
            end
            if (hashing) begin
                if(round < 64) begin
                    case(pipe)
                        2'd0:begin
                            if(round<16)
                                W[round] <= message[511-32*round -: 32];
                            else if(round < 64) begin
                                p <= {W[round-2][16:0],W[round-2][31:17]}^{W[round-2][18:0],W[round-2][31:19]}^(W[round-2]>>10);
                                q <= W[round-7];
                                r <= {W[round-15][6:0],W[round-15][31:7]}^{W[round-15][17:0],W[round-15][31:18]}^(W[round-15]>>3);
                                x <= W[round-16];
                            end
                            pipe <= 2'd1;
                        end 
                        2'd1: begin
                            if(round>=16) W[round] <= p + q + r +x;
                            sum1 <= {e[5:0],e[31:6]}^{e[10:0],e[31:11]}^{e[24:0],e[31:25]};
                            sum0 <= {a[1:0],a[31:2]}^{a[12:0],a[31:13]}^{a[21:0],a[31:22]};
                            Ch <= (e&f)^((~e)&g);
                            Maj <= (a&b)^(b&c)^(c&a);
                            pipe <= 2;
                        end 
                        2'd2: begin
                            temp1 <= h_temp + sum1 + Ch +k[round] + W[round];
                            temp2 <= sum0 + Maj;
                            pipe <= 3;
                        end
                        2'd3: begin
                            h_temp <= g;
                            g <= f;
                            f <= e;
                            e <= d + temp1;
                            d <= c;
                            c <= b;
                            b <= a;
                            a <= temp1 + temp2;
                            pipe <= 0;
                            round <= round + 1;
                        end
                     endcase
                end else if(round == 64) begin
                    h[0] <= h[0] + a;
                    h[1] <= h[1] + b;
                    h[2] <= h[2] + c;
                    h[3] <= h[3] + d;
                    h[4] <= h[4] + e;
                    h[5] <= h[5] + f;
                    h[6] <= h[6] + g;
                    h[7] <= h[7] + h_temp;
                    round <= round + 1;
                end else if(round == 65) begin
                    answer <= input_number;
                    hash_reg <= {h[0], h[1], h[2], h[3], h[4], h[5], h[6], h[7]};
                    hashing <= 0;
                    done_reg <= 1;
                end
            end
        end
    end
endmodule
==> design/flow/run.sh <==
#!/bin/bash
# OpenROAD 26Q1-2900-gdf79404cd8, Yosys 0.63+post, stock flow scripts
make -C /OpenROAD-flow-scripts/flow DESIGN_CONFIG=/design/flow/config.mk WORK_HOME=/design/flow/orfs finish
==> design/flow/config.mk <==
export PLATFORM = sky130hd
export DESIGN_NAME = sha256
export DESIGN_NICKNAME = sha256
export VERILOG_FILES = /design/flow/design.v
export SDC_FILE = /design/flow/constraint.sdc
export NUM_CORES = 4
export LEC_CHECK = 1
export CORE_UTILIZATION = 30
==> design/flow/constraint.sdc <==
current_design sha256

set clk_period 25.7
set clk_io_pct 0.2

create_clock -name clk0 -period $clk_period [get_ports {clk}]

set non_clock_inputs [all_inputs -no_clocks]
set_input_delay [expr $clk_period * $clk_io_pct] -clock clk0 $non_clock_inputs
set_output_delay [expr $clk_period * $clk_io_pct] -clock clk0 [all_outputs]
==> qor.txt <==
run status -> aborted with a tool error
Stop stage -> global routing (5_1_grt)
stop err -> [ERROR GRT-0116] Global routing finished with congestion. Check the congestion regions in the DRC Viewer.
adder-cell share of the synthesized area -> 0.04592
Core Rows -> 297
Cell Type Count -> 113
first-pass GRT wire length -> 3421 mm
Port Buffers -> 402
DP HPWL -> 1750 mm
main flop type -> edfxtp_1
postcts setup bufs -> 0
Multiplexer share -> 0.02358
and+or+nand+nor area frac -> 0.1036
CTS Hold Bufs -> 0
grt total ovfl -> 1051
Synth area leader -> edfxtp_1
FF+latch count, synth -> 3365
placed cells -> 27900
ys async rst share -> 0.2535
GR Util All Layers -> 0.8268
Syn. warnings -> 3
synthesis area per yosys -> 0.1977 mm²
mapped cell area -> 0.1977 mm²
chip height -> 813.7 µm
Yosys Instances -> 18300
clk buf depth -> 4
EDFF count, synth -> 2512
root buf cell -> clkbuf_16
Synth Area per Inst -> 10.80 µm²
CTS Buf Count -> 402
Cells after Synth -> 18300
xor/xnor share -> 0.02971
Main logic family -> AND-OR/OR-AND gates
DIE WIDTH -> 813.7 µm
routability cong. -> 1.364
largest net degree at the start of global routing -> 134
main area contributors -> edfxtp_1 38%, a22oi_1 11%, dfrtp_1 7.3%
Dominant cell area share -> 0.3816
clk sinks -> 3365
IO Pins -> 403
vias in the first global route -> 269100
H-tree depth -> 5
AO/OA Area Share -> 0.2698
register area share after synthesis -> 0.4913
post-cts gate resize count -> 0
floorplan core density -> 0.3017
-- cell usage after synthesis (74+ instances only) --
master    instances
a21o_1          206
nand2b_1         74
buf_1           235
a22o_1          799
a222oi_1        258
mux2_2          306
o21ai_0         479
buf_2           146
a21oi_1         878
nand3_1         508
dfrtp_1         580
inv_1           282
a22oi_1        2847
nor2_1         1012
a31oi_1         106
nand4_1         618
xor2_1          225
edfxtp_1       2512
clkbuf_1       1103
xnor2_1         435
fa_1            166
ha_1            435
mux2i_1          82
a221oi_1        783
nand2_1        1233
nor4_1          172
dfstp_2         273
nor3_1          337
o22ai_1          77
-- per-layer routing --
layer | GRT overflow | GRT usage
met5 | 30 | 0.6813
met4 | 291 | 0.7331
met3 | 210 | 0.7828
met1 | 136 | 0.8458
met2 | 384 | 0.8991
-- cell families after synthesis --
| kind of cell | count (synthesis) |
|---|---|
| AND-OR/OR-AND | 7125 |
| AND/OR/NAND/NOR | 4297 |
| flip-flops | 3365 |
| buffers and inverters | 1807 |
| XOR/XNOR | 665 |
| adder cells (fa/ha/maj) | 632 |
| multiplexers | 410 |
-- per-stage QoR --
stage	area (µm²)	util	total power (µW)	setup WS (ns)
3_5_place_dp	225800	0.3446	6203	13.03
2_1_floorplan	197700	-	6085	9.061
3_3_place_gp	225800	0.3446	6204	12.62
4_1_cts	239500	0.3656	12290	13.02
Power figures rest on the tool's default switching activity, not on a simulated workload.
