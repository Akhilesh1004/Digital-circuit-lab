**./config.mk**
```make
export PLATFORM = sky130hd
export DESIGN_NAME = lab6
export DESIGN_NICKNAME = lab6
export VERILOG_FILES = /design/flow/design.v
export SDC_FILE = /design/flow/constraint.sdc
export NUM_CORES = 4
export LEC_CHECK = 1
export CORE_UTILIZATION = 40
```
**./constraint.sdc**
```tcl
current_design lab6

set clk_period 8.7
set clk_io_pct 0.2

create_clock -name clk0 -period $clk_period [get_ports {clk}]

set non_clock_inputs [all_inputs -no_clocks]
set_input_delay [expr $clk_period * $clk_io_pct] -clock clk0 $non_clock_inputs
set_output_delay [expr $clk_period * $clk_io_pct] -clock clk0 [all_outputs]
```
**./design.v**
```verilog
`timescale 1ns / 1ps
module lab6(
  input  clk,
  input  reset_n,
  input  [3:0] usr_btn,
  output [3:0] usr_led,
  input  uart_rx,
  output uart_tx
);
localparam [2:0] S_MAIN_INIT = 0,
                 S_MAIN_PROMPT1 = 1,
                 S_MAIN_READ_NUM1 = 2,
                 S_MAIN_PROMPT2 = 3,
                 S_MAIN_READ_NUM2 = 4,
                 S_MAIN_COMPUTE = 5,
                 S_MAIN_REPLY = 6;
localparam [1:0] S_UART_IDLE = 0, S_UART_WAIT = 1,
                 S_UART_SEND = 2, S_UART_INCR = 3;
localparam INIT_DELAY = 100_000;  
localparam PROMPT_STR1 = 0;   
localparam PROMPT_LEN1 = 35;  
localparam PROMPT_STR2 = 35;   
localparam PROMPT_LEN2 = 36;  
localparam REPLY_STR  = 71;  
localparam REPLY_LEN  = 37;  
localparam ERROR_STR  = 108;  
localparam ERROR_LEN  = 27;  
localparam MEM_SIZE   = PROMPT_LEN1+PROMPT_LEN2+REPLY_LEN+ERROR_LEN;
wire enter_pressed;
wire print_enable, print_done;
reg [$clog2(MEM_SIZE):0] send_counter;
reg [2:0] P, P_next;
reg [1:0] Q, Q_next;
reg [$clog2(INIT_DELAY):0] init_counter;
reg [7:0] data[0:MEM_SIZE-1];
reg  [0:PROMPT_LEN1*8-1] msg1 = { "\015\012Enter the first decimal number: ", 8'h00 };
reg  [0:PROMPT_LEN2*8-1] msg2 = { "\015\012Enter the second decimal number: ", 8'h00 };
reg  [0:REPLY_LEN*8-1]  msg3 = { "\015\012The integer quotient is: 0x1111.\015\012", 8'h00 };
reg  [0:ERROR_LEN*8-1]  msg4 = { "\015\012ERROR! DIVIDE BY ZERO!\015\012", 8'h00 };
reg  [15:0] num_reg1, num_reg2, quotient, remainder;   
reg  [2:0]  key_cnt;   
reg [4:0] div_counter;
reg div_done;
wire transmit;
wire received;
wire [7:0] rx_byte;
reg  [7:0] rx_temp;   
wire [7:0] tx_byte;
wire [7:0] echo_key;  
wire is_num_key;
wire is_receiving;
wire is_transmitting;
wire recv_error;
uart uart(
  .clk(clk),
  .rst(~reset_n),
  .rx(uart_rx),
  .tx(uart_tx),
  .transmit(transmit),
  .tx_byte(tx_byte),
  .received(received),
  .rx_byte(rx_byte),
  .is_receiving(is_receiving),
  .is_transmitting(is_transmitting),
  .recv_error(recv_error)
);
integer idx;
always @(posedge clk) begin
  if (~reset_n) begin
    for (idx = 0; idx < PROMPT_LEN1; idx = idx + 1) data[idx] = msg1[idx*8 +: 8];
    for (idx = 0; idx < PROMPT_LEN2; idx = idx + 1) data[idx+PROMPT_LEN1] = msg2[idx*8 +: 8];
    for (idx = 0; idx < REPLY_LEN; idx = idx + 1) data[idx+REPLY_STR] = msg3[idx*8 +: 8];
    for (idx = 0; idx < ERROR_LEN; idx = idx + 1) data[idx+ERROR_STR] = msg4[idx*8 +: 8];
  end
  else if (P == S_MAIN_REPLY) begin
    data[REPLY_STR+29] <= ((quotient[15:12] > 9)? "7" : "0") + quotient[15:12];
    data[REPLY_STR+30] <= ((quotient[11: 8] > 9)? "7" : "0") + quotient[11: 8];
    data[REPLY_STR+31] <= ((quotient[ 7: 4] > 9)? "7" : "0") + quotient[ 7: 4];
    data[REPLY_STR+32] <= ((quotient[ 3: 0] > 9)? "7" : "0") + quotient[ 3: 0];
  end
end
assign usr_led = usr_btn;
assign enter_pressed = (rx_temp == 8'h0D);  
always @(posedge clk) begin
  if (~reset_n) P <= S_MAIN_INIT;
  else P <= P_next;
end
always @(*) begin  
  case (P)
    S_MAIN_INIT:  
	    if (init_counter < INIT_DELAY) P_next = S_MAIN_INIT;
		else P_next = S_MAIN_PROMPT1;
    S_MAIN_PROMPT1:  
        if (print_done) P_next = S_MAIN_READ_NUM1;
        else P_next = S_MAIN_PROMPT1;
    S_MAIN_READ_NUM1:  
        if (enter_pressed) P_next = S_MAIN_PROMPT2;
        else P_next = S_MAIN_READ_NUM1;
    S_MAIN_PROMPT2:  
        if (print_done) P_next = S_MAIN_READ_NUM2;
        else P_next = S_MAIN_PROMPT2;
    S_MAIN_READ_NUM2:  
        if (enter_pressed) P_next = S_MAIN_COMPUTE;
        else P_next = S_MAIN_READ_NUM2;
    S_MAIN_COMPUTE:
        if (div_done) P_next = S_MAIN_REPLY;
        else P_next = S_MAIN_COMPUTE;
    S_MAIN_REPLY:  
        if (print_done) P_next = S_MAIN_INIT;
        else P_next = S_MAIN_REPLY;
  endcase
end
assign print_enable = (P != S_MAIN_PROMPT1 && P_next == S_MAIN_PROMPT1) ||
                        (P != S_MAIN_PROMPT2 && P_next == S_MAIN_PROMPT2) ||
                        (P == S_MAIN_COMPUTE && P_next == S_MAIN_REPLY);
assign print_done = (tx_byte == 8'h0);
always @(posedge clk) begin
  if (P == S_MAIN_INIT) init_counter <= init_counter + 1;
  else init_counter <= 0;
end
always @(posedge clk) begin
  if (~reset_n) Q <= S_UART_IDLE;
  else Q <= Q_next;
end
always @(*) begin  
  case (Q)
    S_UART_IDLE:  
      if (print_enable) Q_next = S_UART_WAIT;
      else Q_next = S_UART_IDLE;
    S_UART_WAIT:  
      if (is_transmitting == 1) Q_next = S_UART_SEND;
      else Q_next = S_UART_WAIT;
    S_UART_SEND:  
      if (is_transmitting == 0) Q_next = S_UART_INCR;  
      else Q_next = S_UART_SEND;
    S_UART_INCR:
      if (tx_byte == 8'h0) Q_next = S_UART_IDLE;  
      else Q_next = S_UART_WAIT;
  endcase
end
assign transmit = (Q_next == S_UART_WAIT ||
                  ((P == S_MAIN_READ_NUM1 || P == S_MAIN_READ_NUM2) && received) ||
                   print_enable);
assign is_num_key = (rx_byte > 8'h2F) && (rx_byte < 8'h3A) && (key_cnt < 5);
assign echo_key = (is_num_key || rx_byte == 8'h0D)? rx_byte : 0;
assign tx_byte  = ((P == S_MAIN_READ_NUM1 || P == S_MAIN_READ_NUM2) && received)? echo_key : data[send_counter];
always @(posedge clk) begin
  case (P_next)
    S_MAIN_INIT: send_counter <= PROMPT_STR1;
    S_MAIN_READ_NUM1: send_counter <= PROMPT_STR2;
    S_MAIN_COMPUTE: 
        if (num_reg2 == 0) send_counter <= ERROR_STR;
        else send_counter <= REPLY_STR;
    default: send_counter <= send_counter + (Q_next == S_UART_INCR);
  endcase
end
always @(posedge clk) begin
  if (~reset_n || (P == S_MAIN_INIT || P == S_MAIN_PROMPT1 || P == S_MAIN_PROMPT2)) key_cnt <= 0;
  else if (received && is_num_key) key_cnt <= key_cnt + 1;
end
always @(posedge clk)begin
    if (~reset_n) begin
        num_reg1 <= 0;
        num_reg2 <= 0;
    end else if (P == S_MAIN_PROMPT1) num_reg1 <= 0;
    else if (P == S_MAIN_PROMPT2) num_reg2 <= 0;
    else if (received && is_num_key) begin
        if (P == S_MAIN_READ_NUM1) num_reg1 <= (num_reg1 * 10) + (rx_byte - 48);
        else if (P == S_MAIN_READ_NUM2) num_reg2 <= (num_reg2 * 10) + (rx_byte - 48);
    end
end
always @(posedge clk) begin
    if (~reset_n || P == S_MAIN_INIT || P == S_MAIN_PROMPT1 || P == S_MAIN_PROMPT2) begin
        quotient <= 0;
        remainder <= 0;
        div_counter <= 16;
        div_done <= 0;
    end else if (P == S_MAIN_COMPUTE) begin
        if (num_reg2 == 0) div_done <= 1;
        else if (div_counter > 0) begin
            remainder = {remainder[14:0], num_reg1[div_counter-1]};
            if (remainder >= num_reg2) begin
                remainder = remainder - num_reg2;
                quotient[div_counter-1] = 1;
            end else quotient[div_counter-1] = 0;
            div_counter = div_counter - 1;
        end else div_done <= 1;
    end
end
always @(posedge clk) begin
  rx_temp <= (received)? rx_byte : 8'h0;
end
endmodule
`timescale 1ns / 1ps
module uart(
    input clk,  
    input rst,  
    input rx,   
    output tx,  
    input transmit,          
    input [7:0] tx_byte,     
    output received,         
    output [7:0] rx_byte,    
    output is_receiving,     
    output is_transmitting,  
    output recv_error        
    );
parameter CLOCK_DIVIDE = 651;  
parameter RX_IDLE = 0;
parameter RX_CHECK_START = 1;
parameter RX_READ_BITS = 2;
parameter RX_CHECK_STOP = 3;
parameter RX_DELAY_RESTART = 4;
parameter RX_ERROR = 5;
parameter RX_RECEIVED = 6;
parameter TX_IDLE = 0;
parameter TX_SENDING = 1;
parameter TX_DELAY_RESTART = 2;
reg [10:0] rx_clk_divider = CLOCK_DIVIDE;
reg [10:0] tx_clk_divider = CLOCK_DIVIDE;
reg       rx_ff;
reg [2:0] recv_state = RX_IDLE;
reg [5:0] rx_countdown;
reg [3:0] rx_bits_remaining;
reg [7:0] rx_data;
reg tx_out = 1;
reg [1:0] tx_state = TX_IDLE;
reg [5:0] tx_countdown;
reg [3:0] tx_bits_remaining;
reg [7:0] tx_data;
assign received = (recv_state == RX_RECEIVED);
assign recv_error = (recv_state == RX_ERROR);
assign is_receiving = (recv_state != RX_IDLE);
assign rx_byte = rx_data;
assign tx = tx_out;
assign is_transmitting = tx_state != TX_IDLE;
always @(posedge clk) begin
  if (rst) begin
    recv_state = RX_IDLE;
    tx_state = TX_IDLE;
  end
  else begin
    rx_ff <= rx;
  end
  rx_clk_divider = rx_clk_divider - 1;
  if (!rx_clk_divider) begin
    rx_clk_divider = CLOCK_DIVIDE;
    rx_countdown = rx_countdown - 1;
  end
  tx_clk_divider = tx_clk_divider - 1;
  if (!tx_clk_divider) begin
    tx_clk_divider = CLOCK_DIVIDE;
    tx_countdown = tx_countdown - 1;
  end
  case (recv_state)
    RX_IDLE: begin
      if (!rx_ff) begin
        rx_clk_divider = CLOCK_DIVIDE;
        rx_countdown = 8;
        recv_state = RX_CHECK_START;
      end
    end
    RX_CHECK_START: begin
      if (!rx_countdown) begin
        if (!rx_ff) begin
          rx_countdown = 16;
          rx_bits_remaining = 8;
          recv_state = RX_READ_BITS;
        end else begin
          recv_state = RX_ERROR;
        end
      end
    end
    RX_READ_BITS: begin
      if (!rx_countdown) begin
        rx_data = {rx_ff, rx_data[7:1]};
        rx_countdown = 16;
        rx_bits_remaining = rx_bits_remaining - 1;
        recv_state = rx_bits_remaining ? RX_READ_BITS : RX_CHECK_STOP;
      end
    end
    RX_CHECK_STOP: begin
      if (!rx_countdown) begin
        recv_state = rx_ff ? RX_RECEIVED : RX_ERROR;
      end
    end
    RX_DELAY_RESTART: begin
      recv_state = rx_countdown ? RX_DELAY_RESTART : RX_IDLE;
    end
    RX_ERROR: begin
      rx_countdown = 32;
      recv_state = RX_DELAY_RESTART;
    end
    RX_RECEIVED: begin
      recv_state = RX_IDLE;
    end
    default: recv_state = RX_IDLE;
  endcase
  case (tx_state)
    TX_IDLE: begin
      if (transmit) begin
        tx_data = tx_byte;
        tx_clk_divider = CLOCK_DIVIDE;
        tx_countdown = 16;
        tx_out = 0;
        tx_bits_remaining = 8;
        tx_state = TX_SENDING;
      end
    end
    TX_SENDING: begin
      if (!tx_countdown) begin
        if (tx_bits_remaining) begin
          tx_bits_remaining = tx_bits_remaining - 1;
          tx_out = tx_data[0];
          tx_data = {1'b0, tx_data[7:1]};
          tx_countdown = 16;
          tx_state = TX_SENDING;
        end else begin
          tx_out = 1;
          tx_countdown = 32;
          tx_state = TX_DELAY_RESTART;
        end
      end
    end
    TX_DELAY_RESTART: begin
      tx_state = tx_countdown ? TX_DELAY_RESTART : TX_IDLE;
    end
    default: tx_state = TX_IDLE;
  endcase
end
endmodule
```
**./run.sh**
```bash
#!/bin/bash
# OpenROAD 26Q1-2900-gdf79404cd8, Yosys 0.63+post, stock flow scripts
make -C /OpenROAD-flow-scripts/flow DESIGN_CONFIG=/design/flow/config.mk WORK_HOME=/design/flow/orfs finish
```
==> results.yml <==
# physical design summary
run_status:
  status: "complete, no violations"
timing:
  clk_skew_ps: 13.0
  unclocked_regs: 3
  maxClockFrequency_ghz: 0.201
  setup_viol_count_final: 0
  worst_slew_pin_slew_ps: 898
  final_min_period_over_clock_period_pct: 57.2
  timing.final.ws_setup_ps: 3720
  rsz0062_at_grt: "false"
  finalWorstPathRequiredPeriod_ps: 4980
  untimed_endpoints: 3
  maxSlewViolCount: 0
  worst_slew_margin_rel_pct: 39.7
  final.setup.tns_ps: 0
  final-hold-violation-count: 0
worst_setup_path:
  timing.critical_path.max_delay_family: "AND-OR/OR-AND gates"
  critPathRequiredTime_ps: 9130
  worst-path-buf-inv: 2
  crit_path_class: "flip-flop to flip-flop"
  worstSetupStartpointType: "flip-flop"
  timing.critical_path.fanout_max: 30
  endpoint_kind: "flip-flop"
  cp_cell_sequence: "inv_1 > ha_1 > xor2_1 > mux2i_1 > nor3_1 > o21ai_0 > ha_1 > fa_1 > nor2b_1 > o31a_1 > o211ai_1 > a31oi_1 > a31oi_1 > o21ai_0 > a21oi_2 > buf_4 > or3_1 > a311oi_1"
  crit_slowest_cell: "sky130_fd_sc_hd__dfxtp_1"
  timing.critical_path.arrival_ps: 5410
  slowest_delay_ps: 680
clock_tree:
  cts.hold.buffers_added: 0
  post_cts.resized_instances: 0
  cts_tree: "yes"
  max-clock-path-buffers: 3
  htree_levels: 1
  clkTransAtPathRegs_ps: 60
  cts_setup_buffers: 0
  ctsRootBufferMaster: "sky130_fd_sc_hd__clkbuf_16"
  cts-buffers-inserted: 25
  insertion_delay_ps: 520
die:
  placeableCoreArea_sq_um: 36900
  dieWidth_um: 196
  pin_count: 12
  die_area_sq_um: 38500
  initCoreUtil_pct: 40.9
  rows: 70
  die_h_um: 196
finish:
  area_growth_pct: 8.60
  final_core_utilization_pct: 44.4
  drive_gt1_share_pct: 6.83
  final.fill_count: 3587
synth:
  yosys.stat.chipArea_sq_um: 15100
  synth_cell_type_count: 97
  syn-mean-instance-area_sq_um: 8.09
  synth_area_leader: "sky130_fd_sc_hd__dfxtp_1"
  edff_count_synth: 26
  synth.top_cells.by_area: "sky130_fd_sc_hd__dfxtp_1 24%, sky130_fd_sc_hd__ha_1 10%, sky130_fd_sc_hd__nor2_1 5.6%"
  synthesis.area_sq_um: 15100
  synth_top_cell_by_count: "sky130_fd_sc_hd__nor2_1"
  ys.warnings.count: 3
  netlist_instances: 1865
  flop_cell: "sky130_fd_sc_hd__dfxtp_1"
  netlist.area_leader.share_pct: 23.9
  synth-async-reset-ratio_pct: 0
  ys_top_cells_by_count: "224 x sky130_fd_sc_hd__nor2_1, 195 x sky130_fd_sc_hd__nand2_1, 180 x sky130_fd_sc_hd__dfxtp_1"
  ys.flops: 209
  yosys_cell_count: 1865
power:
  worst_ir_drop_vdd_mv: 0.118
  powerDensity_nw_per_um2: 141
  static-leakage-power_nw: 6.29
global_routing:
  globalRoute.totalOverflow: 0
  grt_pass1_vias: 12300
  number_of_antenna_violations_at_the_first_check_in_global_routing: 0
  grt_start_max_net_pins: 42
  grt_util_all_layers_pct: 20.1
  grt_first_pass_wirelength_mm: 62.3
hold_path:
  hold_class: "flip-flop to flip-flop"
place:
  place_hpwl_mm: 26.8
  placement.io_buffers: 3
  place.gp.congestion: 0.935
  pre_cts_ws_ps: 3690
detailed_routing:
  first_iter_violations: 840
  detailedRoute.firstPassIterationCount: 5
  ant_nets: 0
  routed_wirelength_mm: 37.2
  avgViaCountPerCell: 5.57
  wl_per_cell_um: 15.9
  detailroute.via_count: 13100
  antenna_cells_inserted: 0
  drc: 0
run:
  maxCapViolCount: 0
  warnings: 33
[power by group]
part           internal, mW  switching (mW)
registers              1.00          0.0515
clock network         0.701           0.410
logic                0.0632          0.0792
[per-layer routing]
layer,track usage [%],vias to the layer above,part of all wire [%]
met1,29.9,6082,48
li1,-,6657,-
met5,0,-,0
met4,3.65,0,1.9
met2,31.7,295,45
met3,3.53,56,5.8
[sequential cells by signal, indices dropped and copies added, names as in the netlist, 6 cells and up, named ones only]
signal	count
uart.tx_countdown	6
uart.rx_clk_divider	11
uart.tx_clk_divider	11
uart.rx_countdown	6
num_reg1	16
uart.tx_data	8
init_counter	18
remainder	15
rx_temp	8
num_reg2	16
send_counter	8
uart.rx_data	8
data	28
[worst reg2reg max path: stages, from the launching register on]
cell                       delay [ps]
sky130_fd_sc_hd__dfxtp_1          680
sky130_fd_sc_hd__inv_1            140
sky130_fd_sc_hd__ha_1             280
sky130_fd_sc_hd__xor2_1           460
sky130_fd_sc_hd__mux2i_1          170
sky130_fd_sc_hd__nor3_1           150
sky130_fd_sc_hd__o21ai_0          170
sky130_fd_sc_hd__ha_1             260
sky130_fd_sc_hd__fa_1             410
sky130_fd_sc_hd__nor2b_1          170
sky130_fd_sc_hd__o31a_1           230
sky130_fd_sc_hd__o211ai_1         150
sky130_fd_sc_hd__a31oi_1          230
sky130_fd_sc_hd__a31oi_1          160
sky130_fd_sc_hd__o21ai_0          270
sky130_fd_sc_hd__a21oi_2           90
sky130_fd_sc_hd__buf_4            230
sky130_fd_sc_hd__or3_1            400
sky130_fd_sc_hd__a311oi_1         250
[cell type report]
class | instances | area (sq um) | share of cell area [%]
flip-flops and latches | 209 | 4430 | 27.0
multi-input cells | 1479 | 9900 | 60.4
clock inverters | 12 | 164 | 1.00
clock buffers | 33 | 726 | 4.43
repair buffers | 28 | 218 | 1.33
well taps | 504 | 631 | 3.85
inverters | 83 | 312 | 1.90
[cell usage in the layout (no fill, tap or decap), types with 8 or more instances in the layout]
cell,count
sky130_fd_sc_hd__nor2b_1,43
sky130_fd_sc_hd__a211oi_1,24
sky130_fd_sc_hd__mux4_2,10
sky130_fd_sc_hd__nor3_1,63
sky130_fd_sc_hd__buf_4,25
sky130_fd_sc_hd__a31oi_1,21
sky130_fd_sc_hd__o211ai_1,12
sky130_fd_sc_hd__nand3b_1,15
sky130_fd_sc_hd__a21oi_1,120
sky130_fd_sc_hd__nand3_1,68
sky130_fd_sc_hd__or3_1,24
sky130_fd_sc_hd__xor2_1,47
sky130_fd_sc_hd__o21ai_0,73
sky130_fd_sc_hd__ha_1,125
sky130_fd_sc_hd__dfxtp_1,180
sky130_fd_sc_hd__clkbuf_16,25
sky130_fd_sc_hd__a311oi_1,25
sky130_fd_sc_hd__nand2b_1,20
sky130_fd_sc_hd__nand2_1,195
sky130_fd_sc_hd__edfxtp_1,26
sky130_fd_sc_hd__or2_2,9
sky130_fd_sc_hd__a32oi_1,13
sky130_fd_sc_hd__and3_1,13
sky130_fd_sc_hd__o21a_1,13
sky130_fd_sc_hd__a21o_1,15
sky130_fd_sc_hd__o31ai_1,8
sky130_fd_sc_hd__xnor2_1,81
sky130_fd_sc_hd__inv_1,81
sky130_fd_sc_hd__mux2i_1,10
sky130_fd_sc_hd__and2_1,12
sky130_fd_sc_hd__nor2_1,222
sky130_fd_sc_hd__nand4_1,18
sky130_fd_sc_hd__nor4_1,23
[final timing paths]
check,from,to,slack [ps],cells after the start
worst min-delay path,data[103][4]$_SDFFE_PN1P_,data[103][4]$_SDFFE_PN1P_,440,2
worst max register to register,div_counter[0]$_SDFFE_PP0P_,remainder[3]$_SDFFE_PP0P_,3720,18
worst max-delay path,div_counter[0]$_SDFFE_PP0P_,remainder[3]$_SDFFE_PP0P_,3720,18
worst min register to register,data[103][4]$_SDFFE_PN1P_,data[103][4]$_SDFFE_PN1P_,440,2
[metrics by stage]
stage	cell area (sq um)	hold WS (ps)	total power, mW	cells
floorplan	15100	414	1.18	1865
global placement	15500	429	1.21	2303
global route	16400	462	2.40	2348
CTS	16400	444	2.33	2348
detailed placement	15500	436	1.22	2303
finish	16400	441	2.31	2348
[cell families after synthesis]
kind of cell,Yosys count,synth area share (%)
AND/OR/NAND/NOR,790,26.5
AND-OR/OR-AND,406,17.9
flip-flops,206,29.1
buffers and inverters,177,5.14
adder cells (fa/ha/maj),133,11.4
XOR/XNOR,128,7.43
multiplexers,21,2.23
latches,3,0.299
other,1,0.0249
Power figures rest on the tool's default switching activity, not on a simulated workload.
